===== /design/flow/run.sh =====
#!/bin/bash
# OpenROAD 26Q1-2900-gdf79404cd8, Yosys 0.63+post, stock flow scripts
make -C /OpenROAD-flow-scripts/flow DESIGN_CONFIG=/design/flow/config.mk WORK_HOME=/design/flow/orfs finish

===== /design/flow/config.mk =====
export PLATFORM = sky130hd
export DESIGN_NAME = dt_mem_model
export DESIGN_NICKNAME = dt_mem_model
export VERILOG_FILES = /design/flow/design.v
export SDC_FILE = /design/flow/constraint.sdc
export NUM_CORES = 4
export LEC_CHECK = 1
export CORE_UTILIZATION = 40
export SYNTH_HDL_FRONTEND = slang
export SYNTH_MEMORY_MAX_BITS = 65536

===== /design/flow/constraint.sdc =====
current_design dt_mem_model

set clk_period 61.9
set clk_io_pct 0.2

create_clock -name clk0 -period $clk_period [get_ports {aclk}]

set non_clock_inputs [all_inputs -no_clocks]
set_input_delay [expr $clk_period * $clk_io_pct] -clock clk0 $non_clock_inputs
set_output_delay [expr $clk_period * $clk_io_pct] -clock clk0 [all_outputs]

===== /design/flow/design.v =====
package ariscv_params_pkg;
   typedef struct packed {
      int NBW_ACLK;
      int DELAY_PC_FD;
      int DELAY_FD_DE;
      int DELAY_DE_EM;
      int DELAY_DE_PC;
      int DELAY_EM_MW;
      int DELAY_MW_REG;
      int DELAY_REG_DE;
      int DELAY_LOOP;
      bit INIT_PC;
      bit INIT_FD;
      bit INIT_DE;
      bit INIT_EM;
      bit INIT_MW;
      bit INIT_REG;
      bit INIT_LOOP1;
      bit INIT_LOOP2;
      int NBW_INST;
      int NBW_REGISTER;
      int NBW_ADDR;
      int NBW_PC;
   } ariscv_params_t;
   localparam ariscv_params_t ARISCV_PARAMS = '{
      NBW_ACLK       : 6,
      DELAY_PC_FD    : 11,
      DELAY_FD_DE    : 24,
      DELAY_DE_EM    : 31,
      DELAY_DE_PC    : 44,
      DELAY_EM_MW    : 11,
      DELAY_MW_REG   : 15,
      DELAY_REG_DE   : 14,
      DELAY_LOOP     : 1,
      INIT_PC        : 1,
      INIT_FD        : 0,
      INIT_DE        : 0,
      INIT_EM        : 0,
      INIT_MW        : 0,
      INIT_REG       : 1,
      INIT_LOOP1     : 0,
      INIT_LOOP2     : 0,
      NBW_INST       : 32,
      NBW_REGISTER   : 32,
      NBW_ADDR       : 5,
      NBW_PC         : 32
   };
endpackage
module dt_mem_model #(
   parameter FILE_NAME     = "none",
   parameter MEM_SIZE      = 256,
   parameter NBW_DATA      = 32,
   parameter NBW_ADDR      = 32,
   parameter PERF_COUNTER_ADDR = 32'h00010004,
   parameter VERBOSE       = 0
)(
   input  logic                  aclk,
   input  logic [NBW_DATA-1:0]   i_writeData,
   input  logic [NBW_ADDR-1:0]   i_writeAddr,
   input  logic                  i_memWrite,
   input  logic [2:0]            i_writeWidth,
   output logic [NBW_DATA-1:0]   o_readData,
   input  logic [31:0]           i_perf_counter
);
   logic [NBW_DATA-1:0] memory [MEM_SIZE-1:0];
   logic [$clog2(MEM_SIZE)-1:0]  word_addr_w;
   logic                         half_word_addr_w;
   logic                         byte_addr_w;
   assign word_addr_w = i_writeAddr[$clog2(MEM_SIZE)+1:2];
   assign half_word_addr_w = i_writeAddr[1];
   assign byte_addr_w = i_writeAddr[0];
   always_ff @(posedge aclk) begin
      if (i_memWrite) begin
         case(i_writeWidth)
            3'b000: begin  
               case({half_word_addr_w, byte_addr_w})
                  2'b00:   memory[word_addr_w][7:0]   <= i_writeData[7:0];
                  2'b01:   memory[word_addr_w][15:8]  <= i_writeData[7:0];
                  2'b10:   memory[word_addr_w][23:16] <= i_writeData[7:0];
                  default: memory[word_addr_w][31:24] <= i_writeData[7:0];
               endcase
            end
            3'b001: begin  
               case(half_word_addr_w)
                  1'b0:    memory[word_addr_w][15:0]  <= i_writeData[15:0];
                  default: memory[word_addr_w][31:16] <= i_writeData[15:0];
               endcase
            end
            3'b010: memory[word_addr_w] <= i_writeData;  
            default: memory[word_addr_w] <= '0;
         endcase
      end
   end
   always_comb begin
      if (i_writeAddr == PERF_COUNTER_ADDR) begin
         o_readData = i_perf_counter;
      end
      else begin
         case(i_writeWidth)
            3'b000: begin  
               case({half_word_addr_w, byte_addr_w})
                  2'b00: o_readData = {{24{memory[word_addr_w][7]}}, memory[word_addr_w][7:0]};
                  2'b01: o_readData = {{24{memory[word_addr_w][15]}}, memory[word_addr_w][15:8]};
                  2'b10: o_readData = {{24{memory[word_addr_w][23]}}, memory[word_addr_w][23:16]};
                  default: o_readData = {{24{memory[word_addr_w][31]}}, memory[word_addr_w][31:24]};
               endcase
            end
            3'b001: begin  
               case(half_word_addr_w)
                  1'b0:    o_readData = {{16{memory[word_addr_w][15]}},memory[word_addr_w][15:0]};
                  default: o_readData = {{16{memory[word_addr_w][31]}},memory[word_addr_w][31:16]};
               endcase
            end
            3'b100: begin  
               case({half_word_addr_w, byte_addr_w})
                  2'b00: o_readData = {{24{1'b0}}, memory[word_addr_w][7:0]};
                  2'b01: o_readData = {{24{1'b0}}, memory[word_addr_w][15:8]};
                  2'b10: o_readData = {{24{1'b0}}, memory[word_addr_w][23:16]};
                  default: o_readData = {{24{1'b0}}, memory[word_addr_w][31:24]};
               endcase
            end
            3'b101: begin  
               case(half_word_addr_w)
                  1'b0:    o_readData = {{16{1'b0}},memory[word_addr_w][15:0]};
                  default: o_readData = {{16{1'b0}},memory[word_addr_w][31:16]};
               endcase
            end
            default: o_readData = memory[word_addr_w];  
         endcase
      end
   end
   initial begin
      integer fd;                  
      integer bytes_read;          
      byte byte0, byte1, byte2, byte3;
      if (FILE_NAME != "none") begin
         if (VERBOSE) begin
            $display("=> Loading Data memory file: %s", FILE_NAME);
         end
         fd = $fopen(FILE_NAME, "rb");
         if (fd == 0) begin
            $display("Error: Unable to open file.");
            $finish;
         end
         for (int i = 0; i < MEM_SIZE; i++) begin
            bytes_read =  $fread(byte0, fd);
            bytes_read += $fread(byte1, fd);
            bytes_read += $fread(byte2, fd);
            bytes_read += $fread(byte3, fd);
            if (bytes_read == 0) begin
               if (VERBOSE) $display("End of file reached or error occurred.");
               break;
            end
            memory[i] = {byte3, byte2, byte1, byte0};
         end
         $fclose(fd);
      end
   end
endmodule

==> reports/writeup.txt <==
The run finished, with violations left. The final reports fail on max-capacitance violations, max-slew violations. The die is 894 um tall.

The area of the core region is 793,000 um2. The layout-stage area growth over the synthesis result is 14.7%. The first global-routing pass estimated 1,390,000 um of wire. The placement summary gives the final routability congestion estimate as 1.00. For this run, the total global-route usage over all layers was measured as 28.1%.

The total overflow left after global routing is 0. Across all checked pins, the minimum headroom to the slew limit is -19.4%. The kind of start point of the critical path was an input port. The number of warning messages in the logs was 47; the maximum clock insertion buffer count was 4.

Of all flip-flops after synthesis, the portion carrying an async set or reset was 0%. In the final layout, the fill cell count is 64,300. Setup repair after global routing left no endpoint under its margin. The report lists the power per cell area as 31.8 nW/um2. The depth of the CTS H-tree was 6. The share of Yosys cell area claimed by the top area cell type was 77.4%. The number of synthesized register bits is 8,192, and the clock share of power is 40.5%. Number of hold buffers added after CTS: 0. The wire-length estimate of the detail-placed layout is 685,000 um. VDD sags by at most 32.5 uV. Buffers added to address setup during post-CTS repair amount to 0. Launching instance or port of the critical path: i_writeAddr[2].

The routed layout has 158,000 vias. The netlist uses 79 different library cells. memory holds more flip-flops than any other register. Fraction of layout instances using a drive strength above 1: 30.0%.

The die covers 799,000 um2. The initial utilization of the core area, before any placement, comes to 40.1%. TritonRoute reported its final design rule violation total as 0. Endpoints failing hold in the final report were tallied at 0. The cell count after synthesis came out at 14,100.

With the aggregate routed wire length at 1,010,000 um, the achievable clock frequency is 28.7 MHz. The tools report the number of nets with antenna violations after detailed routing as 0. The count of instances resized after the clock tree is built was 0. For this run, the detailed router's first-pass iteration total came to 8.

The run gives 327 for the site row count. The pin count of the biggest net entering global routing came out at 133. Input and output buffers added on the ports amount to 132.

The violation tally recorded at the end of detailed-routing iteration 0 is 11,700. The number of placed instances with taps included is 25,300, and the average routed wire per standard cell is 37.6 um. OpenSTA lists the critical path endpoint as o_readData[23]. The die boundary width came out at 894 um.

Summing the sequential cell areas from Yosys gives 77.4% of the chip area. With the flip-flop count of the largest register, all copies and words added at 8,192, the number of synthesized flops with an enable pin is 8,192. Of the total power, the share spent switching nets is 22.6%. The tools report the yosys stat cell total as 14,100. TritonCTS built the clock tree. The analysis attributes to net switching a power of 2.62 mW. Per the synthesis report, the dominant area consumer among library cells is sky130_fd_sc_hd__edfxtp_1. The average cell area after synthesis works out to 22.5 um2. The flow reports that combinational logic draws 6.2% of the design power.

The tools report the reported leakage power as 107 nW. The run gives 171,000 for the via count of the first global-routing pass. In this run the cell area of the synthesized design comes to 318,000 um2. In the CTS report, the clock slew at the register clock pins of the worst setup and hold paths is listed as 60 ps. The tools report the clock net sink count as 8,192. 133 I/O pins were placed. The tools report the post-layout worst setup margin as 27,050 ps. For the placement-stage worst setup slack, the log shows 27,010 ps. The final setup TNS came out at 0 ps.

The main flop type is sky130_fd_sc_hd__edfxtp_1. The data arrival time reported for the critical path is 22,470 ps. The final timing summary puts the cycle share of the worst path at 56.3%. By area the synthesized netlist is led by sky130_fd_sc_hd__edfxtp_1, sky130_fd_sc_hd__mux4_2, sky130_fd_sc_hd__nor2_1. The data required time at the worst endpoint is 49,520 ps.

The largest fanout of any net on the critical path works out to 77. For this run, the share of the core covered by cells in the final layout is 46.0%. In the final layout, the registers with the most flip-flops are memory x8192. Note that the worst hold path type here is input port to register. The tree is rooted in a sky130_fd_sc_hd__clkbuf_16.

The initial antenna violation count is 127, and the count of max-cap constraint violations is 1. The slew at the pin with the worst max-slew slack was 1790 ps; the final critical-path required period was 34,850 ps. The kind of capture point of the worst setup path was an output port. The part of the power in registers is 53.2%, and the number of cells traversed by the worst hold path is 3.

Classification of the worst setup path: input port to output port. The tools report the number of standard cells in the final layout excluding fillers as 26,900. Clock tree synthesis inserted a total of 793 buffers. Yosys printed 0 warnings. Cell internal power was estimated by the tool at 8.96 mW. With the number of setup violations in the final report at 0, the per-cell via count in the routed design is 5.86. The final max-slew violation count recorded for this run is 7.

The run gives 318,000 um2 as the total cell area reported by yosys after synthesis.
## how the worst min path moves through the flow
stage	slack, ps	to	start
4_1_cts	11980	memory[240][21]	i_writeData[21]
5_1_grt	12070	memory[244][21]	i_writeData[21]
6_report	12010	memory[241][21]	i_writeData[21]
## critical path, stage by stage
cell and delay (ps):
sky130_fd_sc_hd__buf_16 370, sky130_fd_sc_hd__buf_4 530, sky130_fd_sc_hd__buf_4 530, sky130_fd_sc_hd__buf_4 650
sky130_fd_sc_hd__buf_4 550, sky130_fd_sc_hd__buf_4 630, sky130_fd_sc_hd__buf_4 570, sky130_fd_sc_hd__buf_4 640
sky130_fd_sc_hd__buf_4 660, sky130_fd_sc_hd__mux4_2 590, sky130_fd_sc_hd__mux2_2 280, sky130_fd_sc_hd__a32oi_1 180
sky130_fd_sc_hd__a31oi_1 230, sky130_fd_sc_hd__a2111o_1 640, sky130_fd_sc_hd__o311a_1 280, sky130_fd_sc_hd__o31ai_4 840
sky130_fd_sc_hd__a31oi_4 630, sky130_fd_sc_hd__buf_4 400, sky130_fd_sc_hd__o22a_1 200, sky130_fd_sc_hd__clkdlybuf4s50_1 420
## power by group through the flow
stage / clock network [mW] / logic (mW) / registers, mW
4_1_cts: 4.75 / 0.707 / 6.16
5_1_grt: 4.95 / 0.749 / 6.16
6_report: 4.69 / 0.722 / 6.16
## Yosys cell counts (all sizes together), types with 7 or more instances
cell,instances
edfxtp,8192
mux4,2282
nor2,1098
clkbuf,437
buf,420
nand2,413
mux2i,292
a22oi,208
a21oi,103
a22o,103
a221oi,87
o22ai,86
nand3,43
o21ai,43
nor2b,28
nor3,26
nor4,26
a211oi,23
nand4,23
o22a,22
mux2,19
and2,16
a2111oi,14
a31oi,10
nand2b,10
o32ai,8
and3,7
## area by class of cell
type	instances	area, um2	share of cell area [%]
clock inverter	460	4360	1.20
timing repair buffer	1492	11800	3.23
tap	10500	13200	3.61
inverter	10	51.3	0.0141
sequential	8192	246000	67.5
clock buffer	988	20600	5.66
antenna	181	453	0.124
multi-input combinational	5086	68100	18.7
## placed cells by master, fill, tap and decap left out, drive strengths merged, types with 22 or more instances in the layout
master and count:
nor3 26, nor2b 28, edfxtp 8192, o21ai 43, nor2 1098, mux4 2282, nand3 43, nand2 413
a211oi 23, nand4 23, mux2i 292, clkbuf 988, bufinv 50, o22ai 86, clkinv 381, a22oi 208
a221oi 87, buf 1369, a21oi 103, o22a 22, nor4 26, diode 181, clkdlybuf4s50 123, a22o 103
inv 28
## per-layer routing
| layer | vias to the layer above | wire length [um] | global-route usage [%] |
|---|---|---|---|
| li1 | 63000 | - | - |
| met1 | 80400 | 277000 | 28.7 |
| met2 | 12000 | 442000 | 37.3 |
| met3 | 2232 | 218000 | 26.4 |
| met4 | 198 | 68000 | 14.5 |
| met5 | - | 6880 | 8.52 |
## kinds of logic after synthesis
logic type,after synthesis,synth area share (%)
AND/OR/NAND/NOR,1722,2.20
flip-flops,8192,77.4
buffers and inverters,867,1.49
AND-OR/OR-AND,771,1.80
multiplexers,2593,17.1
## per-stage QoR
stage | power (mW) | hold WS (ps) | cell area [um2]
finish | 11.6 | 12010 | 365000
global route | 11.9 | 12070 | 364000
CTS | 11.6 | 11980 | 364000
detailed placement | 6.98 | 13260 | 339000
global placement | 6.98 | 13250 | 339000
floorplan | 6.69 | 13110 | 318000
Power is estimated from default activity; no workload was simulated.
